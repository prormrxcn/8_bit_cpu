### flow/design.v
module clock_divider #(
    parameter DIVISOR = 100000000   
)(
    input wire clk_in,
    output reg clk_out
);
    reg [31:0] counter = 0;
    always @(posedge clk_in) begin
        if (counter >= DIVISOR - 1) begin
            counter <= 0;
            clk_out <= ~clk_out;
        end else begin
            counter <= counter + 1;
        end
    end
endmodule
module control_unit (
    input wire clk,
    input wire reset,
    input wire [3:0] opcode,
    input wire zero_flag,
    input wire carry_flag,
    output reg pc_inc,
    output reg ir_load,
    output reg acc_load,
    output reg mar_load,
    output reg mdr_load,
    output reg mem_write
);
    localparam [2:0] 
        FETCH     = 3'b000,
        DECODE    = 3'b001,
        EXECUTE   = 3'b010,
        MEM_READ  = 3'b011,
        MEM_WRITE = 3'b100;
    reg [2:0] current_state, next_state;
    always @(posedge clk or posedge reset) begin
        if (reset)
            current_state <= FETCH;
        else
            current_state <= next_state;
    end
    always @(*) begin
        next_state = current_state;  
        case (current_state)
            FETCH: next_state = DECODE;
            DECODE: next_state = EXECUTE;
            EXECUTE: begin
                case (opcode)
                    4'b0001, 4'b0010, 4'b0011: next_state = FETCH;  
                    4'b0100: next_state = MEM_READ;   
                    4'b0101: next_state = MEM_WRITE;  
                    4'b1001: next_state = FETCH;      
                    4'b1010: next_state = FETCH;      
                    4'b1011: next_state = FETCH;      
                    default: next_state = FETCH;
                endcase
            end
            MEM_READ: next_state = FETCH;
            MEM_WRITE: next_state = FETCH;
            default: next_state = FETCH;
        endcase
    end
always @(*) begin
    pc_inc = 1'b0;
    ir_load = 1'b0;
    acc_load = 1'b0;
    mar_load = 1'b0;
    mdr_load = 1'b0;
    mem_write = 1'b0;
    case (current_state)
        FETCH: begin
            pc_inc = 1'b1;
            ir_load = 1'b1;
        end
        DECODE: begin
            mar_load = 1'b1;
        end
        EXECUTE: begin
            case (opcode)
                4'b0001: begin   
                    acc_load = 1'b1;
                    pc_inc = 1'b1;
                end
                4'b0010: begin   
                    acc_load = 1'b1;
                    pc_inc = 1'b1;
                end
                4'b0011: begin   
                    acc_load = 1'b1;
                    pc_inc = 1'b1;
                end
                4'b0110: begin   
                    acc_load = 1'b1;
                    pc_inc = 1'b1;
                end
                4'b0111: begin   
                    acc_load = 1'b1;
                    pc_inc = 1'b1;
                end
                4'b1000: begin   
                    acc_load = 1'b1;
                    pc_inc = 1'b1;
                end
                4'b1001: begin   
                end
                4'b1010: begin   
                    pc_inc = ~zero_flag;   
                end
                4'b1011: begin   
                    pc_inc = ~carry_flag;  
                end
                default: begin   
                    pc_inc = 1'b1;   
                end
            endcase
        end
        MEM_READ: begin
            mdr_load = 1'b1;
            if (opcode == 4'b0100)  
                acc_load = 1'b1;
        end
        MEM_WRITE: begin
            mem_write = 1'b1;
        end
    endcase
end
endmodule
`timescale 1ns / 1ps
module top_basys3 (
    input wire clk,
    input wire btnC,
    input wire btnU, 
    output wire [15:0] led,
    output wire [6:0] seg,
    output wire [3:0] an
);
    wire cpu_clk;
    wire reset;
    wire [7:0] cpu_data_out;
    wire [7:0] cpu_address;
    wire mem_write;
    wire [7:0] acc_value;
    wire [7:0] pc_value;
    wire [7:0] data_in_to_cpu;
    reg [7:0] rom_data;
    reg [7:0] ram_data_out;
    clock_divider #(.DIVISOR(100000000)) clk_div (
        .clk_in(clk),
        .clk_out(cpu_clk)
    );
    assign reset = btnC;
    cpu_8bit cpu (
        .clk(cpu_clk),
        .reset(reset),
        .data_in(data_in_to_cpu),
        .data_out(cpu_data_out),
        .address(cpu_address),
        .mem_write(mem_write)
    );
    assign acc_value = cpu.dp.acc;
    assign pc_value = cpu.dp.pc;
    localparam RAM_BASE = 8'h00;
    localparam RAM_SIZE = 64;     
    localparam ROM_BASE = 8'h40;
    reg [7:0] ram [0:RAM_SIZE-1];
    always @(posedge cpu_clk or posedge reset) begin
        if (reset) begin
            ram_data_out <= 8'h00;
        end else begin
            if (mem_write && (cpu_address >= RAM_BASE) && (cpu_address < RAM_BASE + RAM_SIZE)) begin
                ram[cpu_address - RAM_BASE] <= cpu_data_out;
            end
            if ((cpu_address >= RAM_BASE) && (cpu_address < RAM_BASE + RAM_SIZE)) begin
                ram_data_out <= ram[cpu_address - RAM_BASE];
            end else begin
                ram_data_out <= 8'h00;
            end
        end
    end
    always @(*) begin
        if (cpu_address >= ROM_BASE) begin
            case (cpu_address)
                8'h40: rom_data = 8'b01000001;  
                8'h41: rom_data = 8'h0A;        
                8'h42: rom_data = 8'b00010010;  
                8'h43: rom_data = 8'h05;        
                8'h44: rom_data = 8'b01010011;  
                8'h45: rom_data = 8'h00;        
                default: rom_data = 8'b00000000;  
            endcase
        end else begin
            rom_data = 8'h00;
        end
    end
    assign data_in_to_cpu = (cpu_address < ROM_BASE) ? ram_data_out : rom_data;
    assign led[7:0] = acc_value;
    assign led[15:8] = cpu_address;
    display_7seg display (
        .clk(clk),
        .data(pc_value),
        .seg(seg),
        .an(an)
    );
endmodule
module cpu_8bit (
    input wire clk,
    input wire reset,
    input wire [7:0] data_in,
    output wire [7:0] data_out,
    output wire [7:0] address,
    output wire mem_write
);
    wire [7:0] instruction;
    wire [3:0] opcode;
    wire [3:0] operand;
    wire [7:0] alu_result;
    wire zero_flag;
    wire carry_flag;
    wire pc_inc;
    wire ir_load;
    wire acc_load;
    wire mar_load;
    wire mdr_load;
    control_unit ctrl (
        .clk(clk),
        .reset(reset),
        .opcode(opcode),
        .zero_flag(zero_flag),
        .carry_flag(carry_flag),
        .pc_inc(pc_inc),
        .ir_load(ir_load),
        .acc_load(acc_load),
        .mar_load(mar_load),
        .mdr_load(mdr_load),
        .mem_write(mem_write)
    );
    datapath dp (
        .clk(clk),
        .reset(reset),
        .data_in(data_in),
        .pc_inc(pc_inc),
        .ir_load(ir_load),
        .acc_load(acc_load),
        .mar_load(mar_load),
        .mdr_load(mdr_load),
        .instruction(instruction),
        .opcode(opcode),
        .operand(operand),
        .alu_result(alu_result),
        .zero_flag(zero_flag),
        .carry_flag(carry_flag),
        .data_out(data_out),
        .address(address)
    );
endmodule
module display_7seg (
    input wire clk,
    input wire [7:0] data,
    output reg [6:0] seg,
    output reg [3:0] an
);
    reg [3:0] digit;
    reg [19:0] refresh_counter;
    wire [1:0] digit_sel;
    always @(posedge clk) begin
        refresh_counter <= refresh_counter + 1;
    end
    assign digit_sel = refresh_counter[19:18];
    always @(*) begin
        case (digit_sel)
            2'b00: begin
                an = 4'b1110;
                digit = data[3:0];
            end
            2'b01: begin
                an = 4'b1101;
                digit = data[7:4];
            end
            default: begin
                an = 4'b1111;
                digit = 4'b0000;
            end
        endcase
    end
    always @(*) begin
        case (digit)
            4'h0: seg = 7'b1000000;
            4'h1: seg = 7'b1111001;
            4'h2: seg = 7'b0100100;
            4'h3: seg = 7'b0110000;
            4'h4: seg = 7'b0011001;
            4'h5: seg = 7'b0010010;
            4'h6: seg = 7'b0000010;
            4'h7: seg = 7'b1111000;
            4'h8: seg = 7'b0000000;
            4'h9: seg = 7'b0010000;
            4'hA: seg = 7'b0001000;
            4'hB: seg = 7'b0000011;
            4'hC: seg = 7'b1000110;
            4'hD: seg = 7'b0100001;
            4'hE: seg = 7'b0000110;
            4'hF: seg = 7'b0001110;
            default : seg = 7'b0000000;
        endcase
    end
endmodule
module datapath (
    input wire clk,
    input wire reset,
    input wire [7:0] data_in,
    input wire pc_inc,
    input wire ir_load,
    input wire acc_load,
    input wire mar_load,
    input wire mdr_load,
    output reg [7:0] instruction,
    output reg [3:0] opcode,
    output reg [3:0] operand,
    output reg [7:0] alu_result,
    output reg zero_flag,
    output reg carry_flag,
    output reg [7:0] data_out,
    output reg [7:0] address
);
    reg [7:0] pc;         
    reg [7:0] acc;        
    reg [7:0] mar;        
    reg [7:0] mdr;        
    reg [8:0] alu_temp;   
    wire jump_enable = (opcode == 4'b1001) ||                    
                       (opcode == 4'b1010 && zero_flag) ||      
                       (opcode == 4'b1011 && carry_flag);       
    always @(posedge clk or posedge reset) begin
        if (reset)
            instruction <= 8'b0;
        else if (ir_load)
            instruction <= data_in;
    end
    always @(*) begin
        opcode = instruction[7:4];
        operand = instruction[3:0];
    end
    always @(posedge clk or posedge reset) begin
        if (reset)
            pc <= 8'b0;
        else if (jump_enable)
            pc <= {4'b0, operand};   
        else if (pc_inc)
            pc <= pc + 1;            
    end
    always @(posedge clk or posedge reset) begin
        if (reset)
            acc <= 8'b0;
        else if (acc_load)
            acc <= alu_result;
    end
    always @(posedge clk or posedge reset) begin
        if (reset)
            mar <= 8'b0;
        else if (mar_load)
            mar <= {4'b0, operand};  
    end
    always @(posedge clk or posedge reset) begin
        if (reset)
            mdr <= 8'b0;
        else if (mdr_load)
            mdr <= data_in;
        else
            mdr <= acc;  
    end
    always @(*) begin
        alu_temp = 9'b0;
        case (opcode)
            4'b0001: alu_temp = {1'b0, acc} + {1'b0, mdr};  
            4'b0010: alu_temp = {1'b0, acc} - {1'b0, mdr};  
            4'b0011: alu_temp = acc & mdr;                  
            4'b0100: alu_temp = mdr;                        
            4'b0110: alu_temp = ~acc;                       
            4'b0111: alu_temp = {acc, 1'b0};                
            4'b1000: alu_temp = {1'b0, acc[7:1]};           
            default: alu_temp = {1'b0, acc};
        endcase
        alu_result = alu_temp[7:0];
        carry_flag = alu_temp[8];
        zero_flag = (alu_result == 8'b0);
    end
    always @(*) begin
        data_out = mdr;
        address = (mar_load) ? pc : mar;
    end
endmodule
### flow/constraint.sdc
current_design top_basys3

set clk_period 11.5
set clk_io_pct 0.2

create_clock -name clk0 -period $clk_period [get_ports {clk}]

set non_clock_inputs [all_inputs -no_clocks]
set_input_delay [expr $clk_period * $clk_io_pct] -clock clk0 $non_clock_inputs
set_output_delay [expr $clk_period * $clk_io_pct] -clock clk0 [all_outputs]
### flow/config.mk
export PLATFORM = sky130hd
export DESIGN_NAME = top_basys3
export DESIGN_NICKNAME = top_basys3
export VERILOG_FILES = /design/flow/design.v
export SDC_FILE = /design/flow/constraint.sdc
export NUM_CORES = 4
export LEC_CHECK = 1
export CORE_UTILIZATION = 50
### flow/run.sh
#!/bin/bash
# OpenROAD 26Q1-2900-gdf79404cd8, Yosys 0.63+post, stock flow scripts
make -C /OpenROAD-flow-scripts/flow DESIGN_CONFIG=/design/flow/config.mk WORK_HOME=/design/flow/orfs finish
==> notes.md <==
This note records the results obtained with Yosys and OpenROAD.

Worst setup path
The endpoint class of the critical path is an output pin. The reg-to-reg setup timing slack is 9.25 ns. In this design, the stage delay of the slowest critical-path cell is approximately 0.40 ns. The cell class contributing the biggest share of worst-path delay is buffers and inverters.

The critical path class is flip-flop to output pin. In this run the critical path is formed by or2_2, clkdlybuf4s50_1. STA puts the critical path data arrival time at between 1 and 1.5 ns.

Per the timing report, the biggest fanout along the worst path comes to 3. The worst register-to-register path ends at clk_div.counter[23]. The master of the slowest instance on the critical path is clkdlybuf4s50_1. The number of buffers and inverters on the critical path is 1. The report puts the cell count of the worst reg-to-reg path at 8. The critical path required time is 9.20 ns.

The worst setup path is launched from a flip-flop. The launch point of the worst register-to-register path is recorded as clk_div.counter[3].

STA
The transition time recorded at the tightest slew-check pin is 1.01 ns. The final timing report derives a shortest allowable period of 3.59 ns. The total of endpoints with negative setup slack in the final report is 0.

Pins over their slew limit in the final report were tallied at 0. The number of hold violations in the final report is 0. Headroom to the max-slew limit came out at 0.324. Setup total negative slack on the finished layout was measured at 0 ns. The count of unclocked register or latch pins is about 560. Setup repair after global routing left no endpoint under its margin.

Between clock sinks in the finished design, the worst skew comes to 0.00534 ns. The number of unconstrained endpoints is just under 700. The highest achievable clock rate is 0.278 GHz. The ratio of final minimum period to clock period is 0.313.

Yosys
The total standard cell area after synthesis is 25000 sq um. In the synthesized netlist the async set-or-reset flop fraction comes to 0.0768. The number of enable flip-flop cells is 513.

Yosys printed 10 warnings. edfxtp_1 takes more of the synthesized area than any other cell. The number of cells produced by synthesis is ~1800. For reference, the post-synthesis area per instance comes to 14.0 sq um.

The number of cell instances after yosys synthesis is 1790. The post-synth area from yosys stat is 25000 sq um. The tally of unique sky130hd cells used after synthesis is 77. Ranked by total cell area, the synthesized netlist is headed by edfxtp_1 62%, dfrtp_1 4.7%, dfxtp_1 4.2%, a22oi_1 3.1%, nor2_1 2.1%.

The fraction of post-synthesis cell area in the top cell type by area is 0.616. The commonest register cell after synthesis is edfxtp_1. Yosys reported a register bit count of 612. The sequential fraction of the synthesis area is 0.705.

Layout
The share of cells above drive strength 1 is 0.0622. The total of fill cells in the finished design is 4040. The final non-filler cell area is 27800 sq um. The relative area change from synthesis to final layout is 11.4%. Excluding fillers, the count of instances in the completed layout stands at about 2900.

Global routing
The met1 track utilization from global routing is 0.448. Routing resource usage on met3 recorded by global route was 0.142. The global routing report lists met2 layer usage as 0.437. The first-pass GRT wire length is 98.3 mm.

The aggregate global-route resource usage is 0.297. The via count of the first global-routing pass is 15400. The global routing's busiest layer is met1. Entering global routing, the biggest net connects about 110 pins. The overall overflow remaining after global route is 0. The number of antenna violations at the first check in global routing is 0.

Die
Measured along the x axis, the die boundary spans 226 um. The height of the die is between 200 and 250 um. The number of core rows is 81. The area of the core is 49200 sq um. At the floorplan stage, the core utilization is reported as 0.509. Pin placement for this block handled 30 I/O pins. In this run the full chip footprint comes out at approximately 50000 sq um.

Clock network
Hold repair after CTS inserted 0 buffers. After clock tree synthesis, the repair step resized 0 gates. TritonCTS built the clock tree. The clock-pin transition on the worst setup and hold timing paths is around 0.07 ns.

The clock tree buffer depth is 2. Clock latency on the worst-skew pair, taken at its later pin, is 0.28 ns. The number of CTS-inserted buffers is 5. CTS placed an instance of clkbuf_16 at the clock tree root. Per the CTS log, the maximum H-tree level is 2. Once the clock tree was built, the setup fixing pass inserted 0 buffers.

Placement
The half-perimeter wire length after placement is 47.3 mm. At the end of routability-driven placement, the weighted congestion stood at 0.989. The instance area at placement is 27700 sq um. The number of placed instances with taps included is 2859. The number of buffers added on ports is 11.

Pwr
The script computed the net switching share of total power as 0.199. The power report lists cell-internal power as 805 uW. The share of power burned in registers is 0.697. The leakage power in the latest report is 9.70 nW.

Total power normalized to cell area comes to about 36 nW/um^2. The power share of the clock group is 0.170. The power after layout is between 1 and 1.5 mW. The power report attributes to the combinational group a share of 0.133. The worst IR drop on VDD is between 0.00008 and 0.00009 V. The script extracted a net switching power of 200 uW.

Drt
The via density per instance is 5.59. Once iteration 0 of detailed routing completed, the report listed 1098 DRC markers. The number of optimization iterations in the first detailed-route pass is 7.

The number of remaining DRC errors is 0. The total routed wirelength is ~67 mm. Dividing the detail-routed wire length by the instance count gives around 23 um. The remaining antenna violation count is 0. The total number of vias is 16000.

Flow run
The tool warning count for the run is 34. The number of violations of the max-capacitance limit is 0.

Worst hold path
The hold-critical path endpoint is clk_div.counter[0]. The tightest min-delay check is of the flip-flop to flip-flop type. Hold analysis shows the worst path with a depth of 1. The worst hold path begins at clk_div.counter[0].

Run status
The flow ran to the end, and the final reports show no timing, DRC or antenna violations.
-- kinds of logic (layout without fill, tap and decap cells) --
logic type / count (synthesis) / in the layout / synth area share
buffers and inverters: 119 / 128 / 0.0219
muxes: 32 / 32 / 0.0133
AOI/OAI and AO/OA: 404 / 404 / 0.121
adders and majority gates: 14 / 14 / 0.00731
other: 2 / 407 / 0.000300
DFF: 612 / 612 / 0.705
and+or+nand+nor: 546 / 546 / 0.110
xor gates and xnor gates: 61 / 61 / 0.0214
-- registers in the layout (all words and copies together), names as in the netlist --
signal                   cells
ram_data_out                 8
clk_div.clk_out              1
cpu.dp.mdr                   8
clk_div.counter             32
cpu.dp.instruction           8
ram                        512
cpu.ctrl.current_state       3
cpu.dp.mar                   4
cpu.dp.acc_1                 8
display.refresh_counter     20
cpu.dp.pc_1                  8
-- stage by stage --
step,utilization,hold WS [ns],setup slack (ns)
2_1_floorplan,-,0.406,4.38
3_3_place_gp,0.563,0.424,8.20
3_5_place_dp,0.563,0.430,8.20
4_1_cts,0.566,0.447,7.89
5_1_grt,0.566,0.485,7.85
6_report,0.567,0.448,7.91
-- cell usage after synthesis (10+ instances only) --
cell type,number
dfrtp_1,47
dfxtp_1,52
a221o_1,10
a32oi_1,24
a21oi_1,45
nand2b_1,11
nor4_1,20
nand2_1,126
nor3_1,61
mux2i_1,23
o22ai_1,15
nor2_1,137
and2_1,13
xor2_1,23
buf_4,20
xnor2_1,38
a221oi_1,33
ha_1,13
a22oi_1,102
edfxtp_1,513
a32o_1,14
and3_1,14
buf_2,20
a31oi_1,25
inv_1,21
o21ai_0,42
a22o_1,23
nand4_1,44
nor2b_1,14
clkbuf_1,48
nand3_1,45
-- worst max-delay path by stage --
stage                            from     to  slack [ns]  cells after the start
6_report  display.refresh_counter[19]  an[0]        7.91                      2
5_1_grt   display.refresh_counter[18]  an[0]        7.85                      2
4_1_cts   display.refresh_counter[18]  an[0]        7.89                      2
-- cells in the final DEF (no fill, tap or decap), drive strengths merged, types with 38 or more instances in the layout --
| master | Yosys | routed |
|---|---|---|
| edfxtp | 513 | 513 |
| conb | 2 | 406 |
| nor2 | 141 | 141 |
| nand2 | 126 | 126 |
| a22oi | 102 | 102 |
| buf | 49 | 87 |
| nor3 | 61 | 61 |
| dfxtp | 52 | 52 |
| dfrtp | 47 | 47 |
| a21oi | 45 | 45 |
| nand3 | 45 | 45 |
| nand4 | 44 | 44 |
| o21ai | 43 | 43 |
| xnor2 | 38 | 38 |
-- power by group through the flow --
stage | combinational (mW) | sequential [mW] | clock [mW]
5_1_grt | 0.154 | 0.705 | 0.184
6_report | 0.134 | 0.700 | 0.170
4_1_cts | 0.136 | 0.700 | 0.174
-- area by class of cell --
type,instances,area (sq um),share of cell area
Antenna cell,1,2.50,0.0000899
Clock buffer,6,139,0.00499
Clock inverter,2,36.3,0.00130
Inverter,22,82.6,0.00297
Multi-Input combinational cell,1463,8360,0.300
Sequential cell,612,17600,0.633
Tap cell,664,831,0.0298
Timing Repair Buffer,98,763,0.0274
-- per-layer routing --
layer	vias to the layer above	part of all wire
met5	-	0
met3	69	0.12
met1	7835	0.39
met4	0	0.025
li1	7415	-
met2	705	0.46
Power figures rest on the tool's default switching activity, not on a simulated workload.
